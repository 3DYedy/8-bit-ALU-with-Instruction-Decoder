==> design.v <==
`timescale 1ns / 1ps
module ALU(
    input  logic clk, 
    input  logic rst,
    input  logic [15:0] instruction,
    input  logic [7:0] data0, data1,
    output logic [7:0] out0, out1, out2, out3,
    output logic overflow_flag, zero_flag
);
    logic [7:0] res_arith, res_logic, final_res;
    logic [8:0] sum_full; 
    logic special_val;
    assign special_val = (data0[7] == data0[0]) && (data1[7] == data1[0]) && (data0[7] == data1[7]);
    assign sum_full = data0 + data1;
    always_comb begin
        case(instruction[11:10])
            2'b00:res_arith = data0 >> data1;
            2'b01:res_arith = data0 << data1;
            2'b10:res_arith = data0 + data1; 
            2'b11:res_arith = data0 - data1;   
        endcase
    end
    always_comb begin
        case(instruction[11:10])
            2'b00:res_logic = data0 & data1;
            2'b01:res_logic = data0 | data1;
            2'b10:res_logic = data0 ^ data1;
            2'b11:res_logic = 8'h01;
        endcase
    end
    always_comb begin
        case(instruction[13:12])
            2'b00:final_res = res_arith;
            2'b01:final_res = res_logic;
            2'b10:final_res = 8'h00;
            2'b11:final_res = {7'b0, special_val};
        endcase
    end
    assign overflow_flag = (instruction[13:12] == 2'b00 && instruction[11:10] == 2'b10) ? sum_full[8] : 1'b0;
    assign zero_flag = (final_res == 8'h00);
    always_comb begin
        {out0, out1, out2, out3} = 32'h0;
        case(instruction[15:14])
            2'b00:out0 = final_res;
            2'b01:out1 = final_res;
            2'b10:out2 = final_res;
            2'b11:out3 = final_res;
        endcase
    end
    always_ff @(posedge clk or negedge rst) begin
        if (!rst) begin
            {out0, out1, out2, out3} <= 32'h0;
            overflow_flag <= 1'b0;
            zero_flag     <= 1'b0;
        end else begin
            overflow_flag <= (instruction[13:10] == 4'b0010) && sum_full[8];
            zero_flag     <= (final_res == 8'h00);
            {out0, out1, out2, out3} <= 32'h0;
            case(instruction[15:14])
                2'b00: out0 <= final_res;
                2'b01: out1 <= final_res;
                2'b10: out2 <= final_res;
                2'b11: out3 <= final_res;
            endcase
        end
    end
endmodule
==> run.sh <==
#!/bin/bash
# OpenROAD 26Q1-2900-gdf79404cd8, Yosys 0.63+post, stock flow scripts
make -C /OpenROAD-flow-scripts/flow DESIGN_CONFIG=/design/flow/config.mk WORK_HOME=/design/flow/orfs finish
==> config.mk <==
export PLATFORM = sky130hd
export DESIGN_NAME = ALU
export DESIGN_NICKNAME = ALU
export VERILOG_FILES = /design/flow/design.v
export SDC_FILE = /design/flow/constraint.sdc
export NUM_CORES = 4
export LEC_CHECK = 1
export CORE_UTILIZATION = 50
==> constraint.sdc <==
current_design ALU

set clk_period 8.8
set clk_io_pct 0.2

create_clock -name clk0 -period $clk_period [get_ports {clk}]

set non_clock_inputs [all_inputs -no_clocks]
set_input_delay [expr $clk_period * $clk_io_pct] -clock clk0 $non_clock_inputs
set_output_delay [expr $clk_period * $clk_io_pct] -clock clk0 [all_outputs]
==> Changelog: implementation <==
### Physical design

- Outcome: stopped before the end
- Halt Stage: 1_2_yosys
- Tool error: ERROR: Found 24 problems in 'check -assert'.
- Top cell area share: 23.2%
- Synth area leader: dfrtp_1
- Yosys Instances: 313
- Post-synthesis sequential area ratio: 23.2%
- Flip-flops with a built-in enable: 0
- Library cells used by synthesis: 59
- Registers, synthesis: 24
- Post-synthesis async set-or-reset flop share: 100%
- Warnings, synthesis: 1
- Main flop type: dfrtp_1
- Yosys chip area: 2590 um2
- Top cells by area: dfrtp_1 23%, ha_1 12%, nor2_1 7.4%, mux2i_1 5.4%, buf_4 3.5%
## kinds of logic after synthesis
group                    count (synthesis)  share of synthesized area, %
AND-OR/OR-AND                           69                          19.4
XOR/XNOR                                 9                          3.05
adder cells (fa/ha/maj)                 25                          12.4
buffers and inverters                   45                          8.65
flip-flops                              24                          23.2
multiplexers                            22                          10.3
other                                    1                         0.145
AND/OR/NAND/NOR                        118                          22.9
## synth_stat cells, types with 2 or more instances
cell / n
a211oi_1: 4
a21oi_1: 13
a31oi_1: 4
buf_1: 3
buf_2: 2
buf_4: 12
clkbuf_1: 8
dfrtp_1: 24
ha_1: 24
inv_1: 18
mux2_2: 5
mux2i_1: 14
mux4_2: 2
nand2_1: 13
nand2b_1: 12
nand3_1: 6
nor2_1: 51
nor2b_1: 6
nor3_1: 12
nor4_1: 3
o211ai_1: 4
o21ai_0: 11
o221ai_1: 2
o22a_1: 3
o22ai_1: 5
o31ai_1: 2
o32ai_1: 3
o41ai_1: 3
or2_2: 3
or3_1: 4
or4_4: 2
xnor2_1: 7
xor2_1: 2
